==> flow/design.v <==
module bit_multiplier (
    input  logic A,
    input  logic B,
    input  logic Cin,    
    output logic P,      
    output logic Cout    
);
    assign P = A & B;
    assign Cout = P & Cin;
endmodule
module bit_subtractor(
    input  logic A,       
    input  logic B,       
    input  logic Bin,     
    output logic D,       
    output logic Bout     
);
    assign D    = A ^ B ^ Bin;            
    assign Bout = (~A & B) | (Bin & ~(A ^ B));   
endmodule
module ALU #(parameter n = 4)( 
				input logic [3:0] op,
				input logic [n-1: 0] num1, num2,
				output logic [n-1:0] result,
				output logic Z, N, V, C,
				output logic [6:0] seg);
	logic [2*n-1:0] mult_result;
	logic [n-1:0] sum_result, rest_result, div_result, mod_result;
	logic [n-1:0] and_result, or_result, xor_result, sleft_result, sright_result;
	logic V_resta;
	    nbit_adder #(
        .N(n)
    ) SUM_INST (
        .A   (num1),
        .B   (num2),
        .Cin (1'b0),
        .Sum (sum_result),
        .Cout(carry_sum)
    );
	logic borrow_final;   
	nbit_subtractor #(.n(n)) u_nbit_sub(
		 .A(num1),           
		 .B(num2),           
		 .D(rest_result),    
		 .Bout(borrow_final),  
		 .V(V_resta)
	);
	nbit_multiplier #(
		 .N(n)                    
	) MULT_INST (
		 .A(num1),                
		 .B(num2),                
		 .Product(mult_result)    
	);
	assign div_result = num2 != 0 ? num1 / num2 : {n{1'b0}};
	assign mod_result = num2 != 0 ? num1 % num2 : {n{1'b0}};
	assign and_result = num1 & num2;
   assign or_result = num1 | num2;
   assign xor_result = num1 ^ num2;
   assign sleft_result = num1 << num2[$clog2(n)-1:0];   
   assign sright_result = num1 >> num2[$clog2(n)-1:0];
    always_comb begin
        case(op)
            4'b0000: result = sum_result;       		 
            4'b0001: result = rest_result;      		 
            4'b0010: result = and_result;       		 
            4'b0011: result = or_result;        		 
            4'b0100: result = xor_result;       		 
            4'b0101: result = sleft_result;     		 
            4'b0110: result = sright_result;    		 
            4'b0111: result = mult_result[n-1:0];   	 
            4'b1000: result = div_result;					 
            4'b1001: result = mod_result;       		 
            default: result = {n{1'b0}};
        endcase
    end
	BinTo7Seg display_unidades (
			.bin(result), 
			.seg(seg));
    always_comb begin
			logic signed [4:0] real_result;
			real_result = {1'b0, num1} - {1'b0, num2};  
			if ((op == 4'b0001) && (real_result < -7 || real_result > 7))
				 V = 1;
			else
				 V = 0;
        Z = (result == 0);
        if (op == 4'b0001)
            N = result[n-1];
        else
            N = 0;
        case(op)
            4'b0000: C = carry_sum;
            4'b0001: C = borrow_final;
            4'b0101: C = num1[n-1];
            4'b0110: C = num1[0];
            4'b0111: C = |mult_result[2*n-1:n];
            4'b1000: C = (num2 != 0) ? (num1 % num2 != 0) : 0;
            default: C = 0;                                
        endcase
    end
endmodule
module BinTo7Seg (
    input logic [3:0] bin,     
    output logic [6:0] seg     
);
    always_comb begin
        case (bin)
            4'b0000: seg = 7'b1000000;  
            4'b0001: seg = 7'b1111001;  
            4'b0010: seg = 7'b0100100;  
            4'b0011: seg = 7'b0110000;  
            4'b0100: seg = 7'b0011001;  
            4'b0101: seg = 7'b0010010;  
            4'b0110: seg = 7'b0000010;  
            4'b0111: seg = 7'b1111000;  
            4'b1000: seg = 7'b0000000;  
            4'b1001: seg = 7'b0010000;  
            4'b1010: seg = 7'b0001000;  
            4'b1011: seg = 7'b0000011;  
            4'b1100: seg = 7'b1000110;  
            4'b1101: seg = 7'b0100001;  
            4'b1110: seg = 7'b0000110;  
            4'b1111: seg = 7'b0001110;  
            default: seg = 7'b1111111;  
        endcase
    end
endmodule
module full_adder_1bit(
    input  logic A,      
    input  logic B,      
    input  logic Cin,    
    output logic Sum,    
    output logic Cout    
);
    assign Sum  = A ^ B ^ Cin;
    assign Cout = (A & B) | (Cin & (A ^ B));
endmodule
module nbit_adder #(
    parameter N = 4    
)(
    input  logic [N-1:0] A, B,    
    input  logic Cin,             
    output logic [N-1:0] Sum,     
    output logic Cout             
);
    logic [N:0] carry;
    assign carry[0] = Cin;  
    genvar i;
    generate
        for (i = 0; i < N; i++) begin : adder_loop
            full_adder_1bit FA_inst (
                .A   (A[i]),
                .B   (B[i]),
                .Cin (carry[i]),
                .Sum (Sum[i]),
                .Cout(carry[i+1])
            );
        end
    endgenerate
    assign Cout = carry[N];
endmodule
module nbit_multiplier #(
    parameter N = 4
)(
    input  logic [N-1:0] A,
    input  logic [N-1:0] B,
    output logic [2*N-1:0] Product
);
    logic [N-1:0][N-1:0] pp;
    logic [N:0][N-1:0] carry_matrix;
    genvar i, j;
    generate
        for (i = 0; i < N; i = i + 1) begin : ROWS
            for (j = 0; j < N; j = j + 1) begin : COLS
                logic P_bit, Cout_bit;
                bit_multiplier u_bit_mul (
                    .A(A[j]),
                    .B(B[i]),
                    .Cin(carry_matrix[i][j]),
                    .P(P_bit),
                    .Cout(Cout_bit)
                );
                assign pp[i][j] = P_bit;
                if (j < N-1)
                    assign carry_matrix[i][j+1] = Cout_bit;
            end
        end
    endgenerate
    integer k;
    always_comb begin
        Product = 0;
        for (k = 0; k < N; k = k + 1)
            Product = Product + ({{N{1'b0}}, pp[k]} << k);
    end
endmodule
module nbit_subtractor #(parameter n = 4)(
    input  logic [n-1:0] A,        
    input  logic [n-1:0] B,        
    output logic [n-1:0] D,        
    output logic Bout,              
	 output logic V
);
    logic [n:0] borrow;            
    assign borrow[0] = 1'b0;       
    genvar i;
    generate
        for (i = 0; i < n; i = i + 1) begin : SUB_BITS
            bit_subtractor u_bit_sub(
                .A(A[i]),
                .B(B[i]),
                .Bin(borrow[i]),
                .D(D[i]),
                .Bout(borrow[i+1])
            );
        end
    endgenerate
    assign Bout = borrow[n];        
endmodule
module frequency_measurement #(
    parameter n = 2   
)(
    input logic clk,                 
    input logic reset,               
    input logic [n-1:0] a, b,    
    input logic [3:0] opcode,        
    output logic [n-1:0] result, 
    output logic N, Z, C, V          
);
    logic [n-1:0] reg_a, reg_b;
    logic [n-1:0] alu_result;
    logic alu_N, alu_Z, alu_C, alu_V;
    register #(.n(n)) reg_a_inst (
        .clk(clk),
        .reset(reset),
        .d(a),
        .q(reg_a)
    );
    register #(.n(n)) reg_b_inst (
        .clk(clk),
        .reset(reset),
        .d(b),
        .q(reg_b)
    );
    ALU #(
        .n(n)
    ) alu_instance (
        .num1(reg_a),
        .num2(reg_b),
        .op(opcode),
        .result(alu_result),
        .N(alu_N),
        .Z(alu_Z),
        .C(alu_C),
        .V(alu_V)
    );
    register #(.n(n)) reg_out_inst (
        .clk(clk),
        .reset(reset),
        .d(alu_result),
        .q(result)
    );
    register #(.n(1)) reg_N_inst (
        .clk(clk),
        .reset(reset),
        .d(alu_N),
        .q(N)
    );
    register #(.n(1)) reg_Z_inst (
        .clk(clk),
        .reset(reset),
        .d(alu_Z),
        .q(Z)
    );
    register #(.n(1)) reg_C_inst (
        .clk(clk),
        .reset(reset),
        .d(alu_C),
        .q(C)
    );
    register #(.n(1)) reg_V_inst (
        .clk(clk),
        .reset(reset),
        .d(alu_V),
        .q(V)
    );
endmodule
module register #(
    parameter n = 4     
)(
    input logic clk,        
    input logic reset,      
    input logic [n-1:0] d,  
    output logic [n-1:0] q   
);
    always_ff @(posedge clk or posedge reset) begin
        if (reset)
            q <= {n{1'b0}};   
        else
            q <= d;               
    end
endmodule
==> flow/run.sh <==
#!/bin/bash
# OpenROAD 26Q1-2900-gdf79404cd8, Yosys 0.63+post, stock flow scripts
make -C /OpenROAD-flow-scripts/flow DESIGN_CONFIG=/design/flow/config.mk WORK_HOME=/design/flow/orfs finish
==> flow/config.mk <==
export PLATFORM = sky130hd
export DESIGN_NAME = frequency_measurement
export DESIGN_NICKNAME = frequency_measurement
export VERILOG_FILES = /design/flow/design.v
export SDC_FILE = /design/flow/constraint.sdc
export NUM_CORES = 4
export LEC_CHECK = 1
export CORE_AREA = 10 10 72 72
export DIE_AREA = 0 0 82 82
==> flow/constraint.sdc <==
current_design frequency_measurement

set clk_period 3.3
set clk_io_pct 0.2

create_clock -name clk0 -period $clk_period [get_ports {clk}]

set non_clock_inputs [all_inputs -no_clocks]
set_input_delay [expr $clk_period * $clk_io_pct] -clock clk0 $non_clock_inputs
set_output_delay [expr $clk_period * $clk_io_pct] -clock clk0 [all_outputs]
==> flow_summary.yaml <==
# physical design summary
outcome:
  outcome: "did not finish"
  lastStage: "global placement without I/O"
  stop_error: "[ERROR GPL-0301] Utilization 261.540 % exceeds 100%."
yosys:
  synth_top_cell_by_area: "nor2_1"
  syn-cell-area_um2: 7900
  yosys-top-cells-count: "nor2_1, nand2_1, a21oi_1, o21ai_0, nand3_1"
  synth-edff-count: 0
  yosysSeqAreaShare: 0.0317
  top_cells_by_area: "nor2_1, a21oi_1, o21ai_0"
  syn_inst: 1187
  top_area_frac: 0.0603
  synth_top_cell_by_count: "nor2_1"
  avgSynthCellArea_um2: 6.66
  yosysWarnings: 7
  async_flop_share: 1.00
  ys_cells: 1187
  ys_types: 114
  ys_area_um2: 7900
  ys_seq_elements: 10
  ys.flop_type: "dfrtp_1"
die:
  rows: 22
  initial_core_util: 2.14
  chipHeight_um: 82
  die_w_um: 82
-- kinds of logic after synthesis --
| logic type | count (synthesis) | synth area share |
|---|---|---|
| simple gates | 562 | 0.390 |
| buf+inv | 66 | 0.0355 |
| flops | 10 | 0.0317 |
| xor+xnor | 56 | 0.0621 |
| compound gates | 439 | 0.398 |
| other cells | 1 | 0.000475 |
| mux | 20 | 0.0280 |
| fa+ha+maj | 33 | 0.0548 |
